==> ./design.v <==
`timescale 1ns / 1ps
module ALU(aluctrl,a,b,aluout,zero);
input [3:0] aluctrl;
input [31:0] a,b;
output reg [31:0] aluout;
output zero;
assign zero =(aluout==0)?1:0;
always@(aluctrl,a,b)begin
    case(aluctrl)
    4'b0000 : aluout <= a&b;  
    4'b0001 : aluout <= a|b;  
    4'b0010 : aluout <= a+b;  
    4'b0110 : aluout <= a-b;  
    4'b0111 : aluout <= a<b?1:0;  
    default : aluout <=4'b0000;
    endcase
end
endmodule
`timescale 1ns / 1ps
module ALUControl(ALUop,funccode,aluctrl);
input [1:0] ALUop;
input [5:0] funccode;
output reg [3:0] aluctrl;
    always@(ALUop,funccode) begin
        if(ALUop==0)
            aluctrl <=4'b0010;
        else if(ALUop==1)
            aluctrl <=4'b0110;
        else
            case(funccode)
                32 : aluctrl <= 2;  
                34 : aluctrl <= 6;  
                36 : aluctrl <= 0;  
                37 : aluctrl <= 1;  
                42 : aluctrl <= 7;  
                default : aluctrl <=15;  
             endcase
    end
endmodule
`timescale 1ns / 1ps
module Add_ALU_2S_Pcout(PCout,ShiftOut,Add_ALU_2S_Pcout_Out);
input [31:0] PCout;
input [31:0] ShiftOut;
output reg [31:0] Add_ALU_2S_Pcout_Out;
    always@(*)begin
        Add_ALU_2S_Pcout_Out<=PCout+ShiftOut;
    end
endmodule
`timescale 1ns / 1ps
module And_For_Branch(Branchctrl,Zero,AndOut);
input Branchctrl , Zero;
output reg AndOut;
    always@(*)begin
        AndOut <= Zero && Branchctrl;
    end
endmodule
`timescale 1ns / 1ps
module Control(OpCode,RegDst,Branch,MemRead,MemtoReg,ALUOp,MemWrite,ALUSrc,RegWrite);
input [5:0] OpCode;
output reg RegDst,Branch,MemRead,MemtoReg,MemWrite,ALUSrc,RegWrite;
output reg [1:0] ALUOp;
always @(*)begin
    		case(OpCode)
			0: begin
				RegDst <= 1;
				ALUSrc <= 0;
				MemtoReg <= 0;
				RegWrite <= 1;
				MemRead	<= 0;
				MemWrite <= 0;
				Branch <= 0;
				ALUOp <= 2'b10;
			end
			35: begin
				RegDst <= 0;
				ALUSrc <= 1;
				MemtoReg <= 1;
				RegWrite <= 1;
				MemRead	<= 1;
				MemWrite <= 0;
				Branch <= 0;
				ALUOp <= 2'b00;
			end
			43: begin
				RegDst <= 0;
				ALUSrc <= 1;
				MemtoReg <= 0;
				RegWrite <= 0;
				MemRead <= 0;
				MemWrite <= 1;
				Branch <= 0;
				ALUOp <= 2'b00;
			end
			4: begin
				RegDst <= 0;
				ALUSrc <= 0;
				MemtoReg <= 0;
				RegWrite <= 0;
				MemRead <= 0;
				MemWrite <= 0;
				Branch <= 1;
				ALUOp <= 2'b01;
			end
		endcase
    end
endmodule
`timescale 1ns / 1ps
module DataMemory(clk,Adress,MemWrite,MemRead,WriteData,ReadData);
input clk , MemWrite , MemRead;
input [31:0] Adress;
input [31:0] WriteData;
output reg [31:0] ReadData;
reg [31:0] Memory [0:255];
	initial begin
		Memory[0] <= 0;
		Memory[1] <= 0;
		Memory[2] <= 0;
		Memory[3] <= 10;
		Memory[4] <= 5000;
		Memory[5] <= 100000;
	end
    always@(posedge clk)begin
        if(MemWrite == 1'b1)
            Memory[Adress] <= WriteData;
    end
    always@(posedge clk)begin
        if(MemRead==1'b1)
            ReadData <= Memory[Adress];
    end
endmodule
`timescale 1ns / 1ps
module InstructionMemory(clk,Adress,instruction);
input clk;
input [31:0]Adress;
output reg [31:0] instruction;
reg [31:0] Memory [0:127];
initial begin
        Memory[0] <= 32'h00221820;
        Memory[1] <= 32'hAC010000;
        Memory[2] <= 32'h8C240000;
        Memory[3] <= 32'h10210001;
        Memory[4] <= 32'h00001820;
        Memory[5] <= 32'h00411822;
        end
    always@(posedge clk) begin
        instruction <= Memory[Adress];
    end
endmodule
`timescale 1ns / 1ps
module MUXBranchorPC(PCout,Add_ALU,AndOut,MUXOut_to_PC);
input [31:0] PCout;
input [31:0] Add_ALU;
input AndOut;
output [31:0] MUXOut_to_PC;
assign MUXOut_to_PC = AndOut?Add_ALU:PCout+4;
endmodule
`timescale 1ns / 1ps
module MUXafterDM(ReadData,ALUOut,MemtoReg,WriteDataOut);
input [31:0] ReadData;
input [31:0] ALUOut;
input MemtoReg;
output [31:0] WriteDataOut;
assign WriteDataOut = MemtoReg?ReadData:ALUOut;
endmodule
`timescale 1ns / 1ps
module MUXforALU(ALUSrc,ReadData_2,ExtendedData,Out_for_ALU);
input ALUSrc;
input [31:0] ReadData_2;
input [31:0] ExtendedData;
output [31:0] Out_for_ALU;
assign Out_for_ALU = ALUSrc?ExtendedData:ReadData_2;
endmodule
`timescale 1ns / 1ps
module MUXforRF(Instruction20_16,Instruction15_11,RegDst ,WriteReg);
input [20:16] Instruction20_16;
input [15:11] Instruction15_11;
input RegDst;
output [4:0] WriteReg;
assign WriteReg = RegDst?Instruction15_11:Instruction20_16;
endmodule
`timescale 1ns / 1ps
module Mips (Globalclk,Globalreset,PCin,PCout,Instruction,RegDst,RegWrite,ALUSrc,MemtoReg,MemRead,MemWrite,Branch,ALUOp,WriteReg,ReadData1,ReadData2,ExtendedNum,Out_for_ALU,SL2_Out,aluctrl,zero,aluout,Add_ALU_2S_Pcout_Out,AndOut,ReadData,WriteDatato_Reg);
input Globalclk , Globalreset;
output wire [31:0] PCin,PCout,Instruction,ReadData1, ReadData2,ExtendedNum,Out_for_ALU,SL2_Out,aluout,Add_ALU_2S_Pcout_Out,ReadData,WriteDatato_Reg;
output wire RegDst, RegWrite, ALUSrc, MemtoReg, MemRead, MemWrite, Branch;
output wire [1:0] ALUOp;
output wire [4:0]  WriteReg;
output wire [3:0] aluctrl;
output wire zero;
output wire AndOut;
PC program_counter(.clk(Globalclk),.reset(Globalreset),.PCin(PCin),.PCOut(PCout));
InstructionMemory im(.clk(Globalclk),.Adress(PCout),.instruction(Instruction));
Control main_ctrl (.OpCode(Instruction[31:26]),.RegDst(RegDst),.Branch(Branch),.MemRead(MemRead),.MemtoReg(MemtoReg),.ALUOp(ALUOp),.MemWrite(MemWrite),.ALUSrc(ALUSrc),.RegWrite(RegWrite));
MUXforRF mx1(.Instruction20_16(Instruction[20:16]),.Instruction15_11(Instruction[15:11]),.RegDst(RegDst),.WriteReg(WriteReg));
RegisterFile rf(.clk(Globalclk),.RegWrite(RegWrite),.ReadReg1(Instruction[25:21]),.ReadReg2(Instruction[20:16]),.WriteReg(WriteReg),.WriteData(WriteDatato_Reg),.ReadData1(ReadData1),.ReadData2(ReadData2));
SignExtend se (.Instruction15_0(Instruction[15:0]),.ExtendedNum(ExtendedNum));
MUXforALU mx2(.ALUSrc(ALUSrc),.ReadData_2(ReadData2),.ExtendedData(ExtendedNum),.Out_for_ALU(Out_for_ALU));
SL2 shifter(.In(ExtendedNum),.Out(SL2_Out));
ALUControl alucontroler(.ALUop(ALUOp),.funccode(Instruction[5:0]),.aluctrl(aluctrl));
ALU mainalu(.aluctrl(aluctrl),.a(ReadData1),.b(Out_for_ALU),.aluout(aluout),.zero(zero));
Add_ALU_2S_Pcout add_alu(.PCout(PCout),.ShiftOut(SL2_Out),.Add_ALU_2S_Pcout_Out(Add_ALU_2S_Pcout_Out));
And_For_Branch andgate(.Branchctrl(Branch),.Zero(zero),.AndOut(AndOut));
MUXafterDM mx4(.ReadData(ReadData),.ALUOut(aluout),.MemtoReg(MemtoReg),.WriteDataOut(WriteDatato_Reg));
DataMemory dm(.clk(Globalclk),.Adress(aluout),.MemWrite(MemWrite),.MemRead(MemRead),.WriteData(ReadData2),.ReadData(ReadData));
MUXBranchorPC mx3(.PCout(PCout),.Add_ALU(Add_ALU_2S_Pcout_Out),.AndOut(AndOut),.MUXOut_to_PC(PCin));
endmodule
`timescale 1ns / 1ps
module PC(clk,reset,PCin,PCOut);
input clk , reset;
input [31:0] PCin;
output reg [31:0] PCOut;
    always@(posedge clk) begin
        if(reset==1)begin
            PCOut <= 0;
            end
        else begin
            #1 PCOut <= PCin;
        end
    end
endmodule
`timescale 1ns / 1ps
module RegisterFile(clk,RegWrite,ReadReg1,ReadReg2,WriteReg,WriteData,ReadData1,ReadData2);
input clk , RegWrite;
input [4:0] ReadReg1,ReadReg2,WriteReg;
input [31:0] WriteData;
output [31:0] ReadData1,ReadData2;
reg [31:0] Register [0:31];
	initial begin
		Register[0] <= 0;
		Register[1] <= 65;
		Register[2] <= 20;
		Register[3] <= 3000;
		Register[4] <= 4000;
		Register[5] <= 5000;
		Register[6] <= 6000;
		Register[7] <= 7000;
		Register[8] <= 8000;
	end
	assign ReadData1 = Register[ReadReg1];
    assign ReadData2 = Register[ReadReg2];
    always@(posedge clk) begin
     Register[WriteReg]=WriteData;
    end
endmodule
`timescale 1ns / 1ps
module SL2(In,Out);
    input [31:0] In;
    output reg [31:0] Out;
    always@(In)begin
        Out <= In << 2;
    end
endmodule
`timescale 1ns / 1ps
module SignExtend(Instruction15_0,ExtendedNum);
input [15:0] Instruction15_0;
output reg [31:0] ExtendedNum;
    always@(Instruction15_0)begin
        ExtendedNum <= {{16{Instruction15_0[15]}},Instruction15_0};
    end
endmodule
==> ./run.sh <==
#!/bin/bash
# OpenROAD 26Q1-2900-gdf79404cd8, Yosys 0.63+post, stock flow scripts
make -C /OpenROAD-flow-scripts/flow DESIGN_CONFIG=/design/flow/config.mk WORK_HOME=/design/flow/orfs finish
==> ./config.mk <==
export PLATFORM = sky130hd
export DESIGN_NAME = Mips
export DESIGN_NICKNAME = Mips
export VERILOG_FILES = /design/flow/design.v
export SDC_FILE = /design/flow/constraint.sdc
export NUM_CORES = 4
export LEC_CHECK = 1
export CORE_AREA = 10 10 163 163
export DIE_AREA = 0 0 173 173
export SYNTH_MEMORY_MAX_BITS = 65536
==> ./constraint.sdc <==
current_design Mips

set clk_period 8.4
set clk_io_pct 0.2

create_clock -name clk0 -period $clk_period [get_ports {Globalclk}]

set non_clock_inputs [all_inputs -no_clocks]
set_input_delay [expr $clk_period * $clk_io_pct] -clock clk0 $non_clock_inputs
set_output_delay [expr $clk_period * $clk_io_pct] -clock clk0 [all_outputs]
==> job_summary.md <==
### Metrics collected by this job

| Metric | Value |
|---|---|
| Worst Path Required | 6.72 ns |
| Post-Syn Area | 4390 um^2 |
| Worst R2R End | program_counter.PCOut[24] |
| Cell Pwr Density | 82.1 nW/um^2 |
| Fillers | 2533 |
| Share of cells above drive strength 1 | 2.92% |
| GRT overflow | 0 |
| Layout Skew | 0.00845 ns |
| Worst hold path class | reg -> reg |
| Synth top cell by count | buf_4 |
| CP peak stage delay | 0.65 ns |
| Post-synth ARST share | 0% |
| Synthesis area per yosys | 4390 um^2 |
| Unique cell types | 40 |
| Seq cells post-synth | 31 |
| Crit path max-delay cell type | or4b_2 |
| # DRC | 0 |
| Simple-Gate Fraction of Synth Area | 16.2% |
| DRT Wirelength | 13.5 mm |
| Synth top area share | 54.2% |
| Worst slew pin tran | 0.863 ns |
| Initial antenna violation count | 0 |
| Reg-to-reg setup timing slack | 6.08 ns |
| Min-delay src | program_counter.PCOut[2] |
| Initial Utilization | 19.2% |
| Post-synthesis to final-layout area growth | 6.62% |
| Ant diodes | 0 |
| Status | complete, no violations |
| Core Util, Final | 20.5% |
| VDD IR max | 0.0680 mV |
| Top cells, area | buf_4 54%, dfxtp_1 14%, xnor2_1 5.6% |
| First-pass DRT Iterations | 4 |
| Hold path depth | 1 |
| CP cell instances | ha_1, nand3_1, nor4_2, or4b_2, nand2_1, clkdlybuf4s50_1 |
| DR WL/cell | 14.0 um |
| First-pass GRT wire length | 19.7 mm |
| Synth Seq Share | 14.1% |
| Die area | 29900 um^2 |
| Kind of critical path | reg -> out |
| Origin of the critical flop-to-flop path | program_counter.PCOut[2] |
| Max-slew violations | 0 |
| Clock sink total | 31 |
| Chip Height | 173 um |
| Port bufs | 108 |
| Synth area leader | buf_4 |
| Yosys cell count | 572 |
| Worst Path Max Fanout | 7 |
| Antenna Violating Nets Remaining | 0 |
| Pre-CTS setup slack | 4.04 ns |
| Avg Cell Area, Syn | 7.67 um^2 |
| TritonCTS Buffers | 5 |
| Crit path DAT | 2.96 ns |
| Cells after Synth | 572 |
| Reg2reg path depth | 5 |
| Xor/xnor cell area share of the yosys netlist | 7.79% |
| Core area | 22800 um^2 |
| RSZ-0062 raised after global routing | false |
| Worst Hold End | im.instruction[17] |
| Leak | 2.13 nW |
| Max-Cap Viols | 0 |
| Rows | 55 |
| Max-slew headroom | 41.8% |
| GP Congestion | 0.843 |
| Placed Cells | 955 |
| Critical path launch point type | register |
| Final setup TNS | 0 ns |
| Final setup fails | 0 |
| Worst-Skew Late Latency | 0.28 ns |
| Pin count of the biggest net entering global routing | 35 |
| Yosys warning count | 11 |
| Setup Buffers After CTS | 0 |
| Post-CTS resize count | 0 |
| Die width | 173 um |
| GRT Total Usage | 8.17% |
| Min Tclk post-route | 4.64 ns |
| H-tree levels | 2 |
| Synth Flop Type | dfxtp_1 |
| Ports | 406 |
| Final non-filler cell total | 963 |
| Hold Buf Count CTS | 0 |
| Vias in the first global route | 3210 |
| Final Hold Vio Count | 0 |
| Fa+ha+maj area frac | 0.570% |
| CTS tree | done |
| Synth top cells by count | 317 x buf_4, 31 x dfxtp_1, 29 x nand2_1 |
| Setup WS post-layout | 3.76 ns |
| Synth mux share | 1.03% |
| Ao+oa area frac | 3.45% |
| Clk pin slew, worst setup/hold paths | 0.05 ns |
| Max clock buf depth | 2 |
| Maximum clock frequency | 0.215 GHz |
| Worst setup EP type | primary output |
| DPL Wire Length | 12.0 mm |
| Initial DRC Count | 157 |
| Via count | 2938 |
| OpenROAD warnings | 25 |
| Comb area leader | buffers and inverters |
| Number of enable flip-flop cells | 0 |
| Via density per instance | 3.05 |
| Fin crit share | 55.3% |
| Root Buffer Master | clkbuf_16 |
-- cells in the final DEF (no fill, tap or decap), types with 2 or more instances in the layout --
cell type / n
nor2_1: 16
nor3_1: 5
or4_1: 4
nand4_1: 16
dfxtp_1: 31
or4_4: 2
ha_1: 2
and4_1: 4
nand2_1: 29
xor2_1: 11
nor4_1: 4
nand3_1: 14
clkbuf_8: 2
a21oi_1: 11
conb_1: 297
clkdlybuf4s50_1: 108
o31ai_1: 5
clkbuf_16: 5
mux2_2: 4
inv_1: 8
nor3b_1: 2
or3_1: 3
nor2b_1: 18
xnor2_1: 28
o21ai_0: 6
-- kinds of logic after synthesis --
family          Yosys count
other cells               2
mux                       4
fa+ha+maj                 2
buf+inv                 342
flops                    31
compound gates           26
xor+xnor                 39
simple gates            126
-- routing by layer --
metal / global-route usage (%) / vias to the layer above / part of all wire, %
met3: 2.19 / 11 / 7.1
met2: 15.1 / 206 / 52
li1: - / 1386 / -
met5: 0 / - / 0
met4: 0.934 / 0 / 1.1
met1: 9.45 / 1335 / 39
-- critical path, delay by kind of cell (launching register included) --
family / cells / cell delay, ns
fa+ha+maj: 1 / 0.27
buf+inv: 1 / 0.47
flops: 1 / 0.42
simple gates: 4 / 1.51
-- metrics by stage --
stage                     instance area [um^2]  power [mW]  hold WS [ns]
after global routing                      4680       0.405         0.598
after detailed placement                  4520       0.200         0.540
after CTS                                 4680       0.396         0.551
final                                     4680       0.384         0.537
after floorplan                           5490       0.264         0.417
after global placement                    4520       0.201         0.514
-- worst max-delay path by stage --
stage,start,end,slack [ns],depth (start not counted)
final,program_counter.PCOut[7],PCin[23],3.76,6
after CTS,program_counter.PCOut[8],PCin[23],3.73,6
after global routing,program_counter.PCOut[8],PCin[23],3.57,6
-- power breakdown --
part | internal (mW) | total, mW | leakage, nW | switching, mW
clock network | 0.126 | 0.192 | 0.0772 | 0.0661
registers | 0.149 | 0.153 | 0.251 | 0.00410
logic | 0.0177 | 0.0388 | 1.80 | 0.0212
total | 0.292 | 0.384 | 2.13 | 0.0914
-- final cells by class --
cell class	count	area [um^2]	area share, %
flip-flops and latches	31	621	13.3
inverters	8	30.0	0.642
multi-input cells	494	2390	51.1
well taps	313	392	8.37
clock buffers	8	156	3.34
repair buffers	109	1090	23.3
-- state kept, by name, summed over array words and instances (netlist names) --
register and cells:
program_counter.PCOut 30, im.instruction 1
Power figures rest on the tool's default switching activity, not on a simulated workload.
